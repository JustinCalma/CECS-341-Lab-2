`config.mk`:
```
export PLATFORM = sky130hd
export DESIGN_NAME = InstMem
export DESIGN_NICKNAME = InstMem
export VERILOG_FILES = /design/flow/design.v
export SDC_FILE = /design/flow/constraint.sdc
export NUM_CORES = 4
export LEC_CHECK = 1
export CORE_AREA = 10 10 70 70
export DIE_AREA = 0 0 80 80
```
`constraint.sdc`:
```
current_design InstMem

set clk_period 1.3
set clk_io_pct 0.2

create_clock -name clk0 -period $clk_period

set non_clock_inputs [all_inputs -no_clocks]
set_input_delay [expr $clk_period * $clk_io_pct] -clock clk0 $non_clock_inputs
set_output_delay [expr $clk_period * $clk_io_pct] -clock clk0 [all_outputs]
```
`design.v`:
```
`timescale 1ns / 1ps
module InstMem(input [7:0] addr, output wire [31:0] instruction);
    reg [31:0] memory [63:0];
    initial
    begin
        memory[0]   =   32'h00007033;        
        memory[1]   =   32'h00100093;        
        memory[2]   =   32'h00200113;        
        memory[3]   =   32'h00308193;        
        memory[4]   =   32'h00408213;        
        memory[5]   =   32'h00510293;        
        memory[6]   =   32'h00610313;        
        memory[7]   =   32'h00718393;        
        memory[8]   =   32'h00208433;        
        memory[9]   =   32'h404404b3;        
        memory[10]  =   32'h00317533;        
        memory[11]  =   32'h0041e5b3;        
        memory[12]  =   32'h0041a633;        
        memory[13]  =   32'h007346b3;        
        memory[14]  =   32'h4d34f713;        
        memory[15]  =   32'h8d35e793;        
        memory[16]  =   32'h4d26a813;        
        memory[17]  =   32'h4d244893;        
    end
    assign instruction = memory[addr[7:2]];
endmodule  
```
`run.sh`:
```
#!/bin/bash
# OpenROAD 26Q1-2900-gdf79404cd8, Yosys 0.63+post, stock flow scripts
make -C /OpenROAD-flow-scripts/flow DESIGN_CONFIG=/design/flow/config.mk WORK_HOME=/design/flow/orfs finish
```
==> deck_impl_summary.md <==
Physical Implementation Snapshot

Critical path
  – Critical path launch point: addr[2]
  – Max stage delay on crit path: 0.24 ns
  – Crit end category: primary output
  – Most used cell, CP: buf_6
  – Critical Path Start Type: input pin
  – Crit path DAT: 1.25 ns
  – Worst path cell trace: buf_8, buf_6, ha_4, buf_6, a31o_2, dlygate4sd2_1
  – Required time worst endpoint: 1.04 ns
  – Critical setup path kind: input pin to primary output
  – Buf/Inv on CP: 4
  – Crit-path max FO: 5
  – Family with the most delay on the worst path: buffers and inverters
  – Critical path's slowest cell: dlygate4sd2_1

Run
  – Tool warnings: 42
  – Max cap viols: 0

Final layout
  – Layout cells sized above 1: 0.661
  – Non-filler cells, final: 173
  – Finished Cell Area: roughly 0.0012 sq mm
  – Reg area: 0 sq um
  – Clock buffer count: 0
  – Area growth from synthesis to layout: 142%
  – Flop count: 0

Floorplanning
  – Pre-Place Util: 0.147
  – Io pins: 40
  – FP Rows: 21
  – Total die size: 0.00640 sq mm
  – Area of the core: ~0.0034 sq mm
  – Die x size: 80 um
  – Die Y: roughly 80 um

Place
  – Placed Area: 858 sq um
  – Placed cells: approximately 160
  – HPWL after DPL: 1460 um
  – Routability cong.: 0.773
  – Worst slack at placement: -0.972 ns
  – Number of buffers added on ports: 26

Outcome
  – Violated checks: setup timing
  – Status: finished with violations

GRT
  – Global-route wire length before repair: 3570 um
  – Vias in the first global route: between 700 and 800
  – GRT Util Overall: 0.0667
  – Largest net degree at the start of global routing: 8
  – Global route overflow: 0
  – Initial antenna violation count: 0

Pwr
  – Clock power frac: 0
  – Comb pwr share: 1.000
  – Switching Power: 0.000148 W
  – Worst vdd ir: 0.163 mV
  – Switch share: 0.404
  – Leakage power: 0.573 nW
  – Power Total: approximately 0.00037 W
  – Pint: 0.000218 W
  – Sequential share of power: 0
  – Cell Pwr Density: between 300 and 400 mW/mm^2

Final timing
  – Final setup viols: 10
  – RSZ-0062 raised after global routing: yes
  – TNS Setup: -1.13 ns
  – Final Hold Vio Count: 0
  – Worst setup margin: -0.207 ns
  – Max-slew violations: 0
  – F_max: 0.663 GHz
  – Tcrit/Tclk final: 1.16
  – Tmin final: 1.51 ns

Routing
  – Vias/cell: 3.87
  – DRT Pass-1 Iters: 4
  – WL/cell: approximately 13 um
  – # diodes: 0
  – Post-DRT Antenna Nets: 0
  – # DRC: 0
  – 1st-iter DRT viols: 18
  – Drt total wl: 2310 um
  – Vias after detailed routing: roughly 670

Synth
  – Yosys cell count: approximately 70
  – Cell Type Count: 28
  – Top cells by area: buf_4 (23%), ha_1 (15%), nor2_1 (6.8%), buf_6 (6.7%), a21oi_1 (5.0%)
  – Most common cell in the netlist: buf_4
  – Largest area contributor in the netlist: buf_4
  – Dominant cell area share: 0.225
  – Yosys synthesis chip area: 500 sq um
  – Synth warn: 1
  – Syn Area/Cell: 6.95 sq um
  – Post-synth top cells: buf_4 (15), nor2_1 (9), ha_1 (6)
  – Synth Cell Area: 500 sq um
  – Gate Count Post-Synth: 72
  – Sequential area share after synthesis: 0

Hold path
  – HP Class: input pin to primary output
  – HP Start: addr[4]

Clock network
  – Post-CTS Hold Buffers: 0
## placed cells by master (no fill, tap or decap), types with 3 or more instances in the layout
master and n:
ha_4 4, buf_6 24, conb_1 11, nand2_1 3, nor2_1 7, buf_2 11
buf_8 3, dlygate4sd2_1 4, clkdlybuf4s15_1 3, buf_4 16, a21oi_2 4
## area by class of cell
cell class                 instances  area [sq um]
multi-input combinational         58           542
fill                             335          2200
timing repair buffer              65           586
inverter                           4          27.5
tap                               46          57.6
## routing by layer
layer / part of all wire / vias to the layer above / GRT usage / wire [um]
met5: 0 / - / 0 / 0
met4: 0 / 0 / 0 / 0
met3: 0.023 / 0 / 0.00455 / 54
met2: 0.54 / 18 / 0.123 / 1240
met1: 0.44 / 320 / 0.0870 / 1010
li1: - / 331 / - / -
## cell families after synthesis
group	after synthesis	share of synthesized area
fa+ha+maj	6	0.150
mux	3	0.0625
simple gates	21	0.192
compound gates	17	0.248
other cells	2	0.0150
buf+inv	23	0.332
## path summary, 6_finish.rpt
kind	to	slack, ns	depth (start not counted)
max	instruction[18]	-0.21	6
min	instruction[31]	0.87	4
## repair_timing
item	4_1_cts	5_1_grt
resized	128	16
cloned	2	0
buffers inserted	10	7
pin swaps	18	12
setup endpoints to repair	21	17
## stage by stage
stage | hold slack, ns | util
finish | 0.872 | 0.355
global placement | 1.56 | 0.251
detailed placement | 1.55 | 0.251
global route | 0.892 | 0.355
floorplan | 0.533 | -
CTS | 0.872 | 0.332
## power groups by stage
stage | clock [W] | combinational, W | sequential, W
4_1_cts | 0 | 0.000332 | 0
6_report | 0 | 0.000366 | 0
5_1_grt | 0 | 0.000396 | 0
No activity file was given, so power comes from the tool's default toggle rates.
