[design.v]
`timescale 1ns / 1ps
module FlipFlop(
                clk, reset,  
                d,           
                q            
                );
    input [7:0] d;           
    input clk;               
    input reset;    
    output reg [7:0] q;      
    always @(posedge clk) begin
        if (reset == 1'b1) 
            q <= 8'b00000000;
        else
            q = d;
    end
endmodule
[run.sh]
#!/bin/bash
# OpenROAD 26Q1-2900-gdf79404cd8, Yosys 0.63+post, stock flow scripts
make -C /OpenROAD-flow-scripts/flow DESIGN_CONFIG=/design/flow/config.mk WORK_HOME=/design/flow/orfs finish
[config.mk]
export PLATFORM = sky130hd
export DESIGN_NAME = FlipFlop
export DESIGN_NICKNAME = FlipFlop
export VERILOG_FILES = /design/flow/design.v
export SDC_FILE = /design/flow/constraint.sdc
export NUM_CORES = 4
export LEC_CHECK = 1
export CORE_AREA = 10 10 70 70
export DIE_AREA = 0 0 80 80
[constraint.sdc]
current_design FlipFlop

set clk_period 1.0
set clk_io_pct 0.2

create_clock -name clk0 -period $clk_period [get_ports {clk}]

set non_clock_inputs [all_inputs -no_clocks]
set_input_delay [expr $clk_period * $clk_io_pct] -clock clk0 $non_clock_inputs
set_output_delay [expr $clk_period * $clk_io_pct] -clock clk0 [all_outputs]
==> results.py <==
# Generated from Yosys and OpenROAD reports
metrics = {
    "floorplanning": {
        "die-area_mm2": 0.00640,
        "rows": 21,
        "core_area_mm2": 0.00342,
        "die_h_um": 80,
        "initCoreUtil_pct": 6.15,
        "io_pins": 18,
        "die_w_um": 80,
    },
    "final_layout": {
        "final_area_um2": 457,
        "final_cell_mix": "clkdlybuf4s50_1, nor2b_1, dfxtp_1, dlygate4sd2_1",
        "fillers": 398,
        "layout-drive-gt1-share_pct": 13.9,
        "top_regs": "q x8",
        "post-route-util_pct": 13.4,
        "syn2layout_area_growth_pct": 117,
        "lay_top_count": "clkdlybuf4s50_1",
        "comb_area_um2": 50.0,
        "top_register": "q",
        "ff_latch_area_um2": 163,
        "largest_register_ff_count": 8,
        "stdcell_count": 82,
    },
    "synthesis": {
        "top_area_cell": "dfxtp_1",
        "yosys-stat-cells": 16,
        "synthDistinctLibCells": 2,
        "ys_area_um2": 210,
        "ys.flops": 8,
        "syn_area_um2": 210,
        "yosysTopAreaCellShare_pct": 76.2,
        "avgSynthCellArea_um2": 13.1,
        "ys_warn_count": 1,
        "area_leaders": "dfxtp_1, nor2b_1",
        "synthCells": 16,
        "synth_seq_share_pct": 76.2,
    },
    "setup_path": {
        "crit_arrival_ns": 0.77,
        "crit_fanout": 1,
        "worstPathRequired_ns": 0.80,
        "cp-end-kind": "primary output",
        "crit_buf_inv": 1,
        "crit_type": "reg2out",
        "path_delay_family": "flip-flops",
        "start_kind": "register",
        "cp_cell_sequence": "dlygate4sd2_1",
        "critPathMaxStageDelay_ns": 0.29,
        "critPathSlowestCell": "dfxtp_1",
    },
    "pwr": {
        "swShare_pct": 16.9,
        "p_sw_w": 0.000107,
        "internal_power_w": 0.000528,
        "power.density_mw_per_mm2": 1390,
        "irDropWorstVdd_mv": 0.230,
        "clkPwrFrac_pct": 35.4,
        "pwr-share-seq_pct": 53.7,
        "power.leakage_nw": 0.181,
        "p_comb_share_pct": 10.9,
    },
    "grt": {
        "grt_pass1_vias": 195,
        "antenna_found_initial": 0,
        "grt_overflow": 0,
        "track_usage_pct": 2.00,
        "grt_pass1_wl_um": 972,
        "grt_max_degree": 9,
    },
    "clock_tree": {
        "root_buffer": "clkbuf_4",
        "numCtsBuffers": 3,
        "htreeDepth": 1,
        "post-cts-setup-buffers": 0,
        "tritoncts": "yes",
        "clkTransAtPathRegs_ns": 0.05,
        "cts_num_sinks": 8,
        "clk_path_buf_depth": 2,
    },
    "route": {
        "drc_errors": 0,
        "drtIter0Drc": 0,
        "via_count": 173,
        "wire_per_inst_um": 8.50,
        "first_pass_iters": 1,
        "wl_um": 697,
        "via_per_inst": 2.11,
        "diodes": 0,
        "final_antenna_net_count": 0,
    },
    "place": {
        "place_worst_setup_slack_ns": -0.0202,
        "portBuffers": 17,
        "place_area_um2": 438,
        "place_congestion": 0.699,
        "dp.cells": 79,
    },
    "job": {
        "drv_cap": 0,
        "warning_count": 25,
    },
    "final_timing": {
        "worst_pin_slew_ns": 0.269,
        "rsz0062_at_grt": "no",
        "setup_viol": 0,
        "final.period_utilization_pct": 97.1,
        "fin_crit_ns": 0.971,
        "maxSlewViolCount": 0,
        "finalHoldViolCount": 0,
        "fmax_mhz": 1030,
        "whs_ns": 0.513,
        "fin_ws_ns": 0.0290,
        "maxSlewHeadroom_pct": 82.0,
    },
    "min_path": {
        "hold_class": "in2reg",
    },
    "status": {
        "status": "completed",
    },
}
-- cells in the mapped netlist --
cell type,instances
dfxtp_1,8
nor2b_1,8
-- worst paths after layout --
check	start	endpoint	slack (ns)	depth (start not counted)
worst min-delay path	d[3]	q[3]$_SDFF_PP0_	0.51	2
worst max-delay path	q[4]$_SDFF_PP0_	q[4]	0.03	1
-- timing repair --
action                                  in CTS  in global routing
gates resized                                8                  5
hold buffers                                 0                  0
hold endpoints to repair                     0                  0
endpoints found under the setup margin       8                  3
-- cells by family (layout without fill, tap and decap cells) --
logic type / after synthesis / after routing / synth area share, %
simple gates: 8 / 8 / 23.8
flops: 8 / 8 / 76.2
buf+inv: 0 / 20 / 0
-- cell type report --
cell class              count  area share [%]
clock buffers               3            4.93
multi-input cells           8            11.0
flip-flops and latches      8            35.6
well taps                  46            12.6
repair buffers             17            35.9
-- through the flow --
stage,power (W),setup TNS [ns]
finish,0.000636,0
floorplan,0.000353,0
global route,0.000669,0
global placement,0.000428,-0.00233
CTS,0.000646,0
detailed placement,0.000428,-0.111
-- layer usage --
metal / GRT usage, % / part of all wire (%) / vias to the layer above / wire [um]
li1: - / - / 89 / -
met4: 1.06 / 2.7 / 0 / 19
met2: 4.01 / 64 / 6 / 446
met1: 1.68 / 31 / 76 / 216
met5: 0 / 0 / - / 0
met3: 0.568 / 2.3 / 2 / 16
-- power by group through the flow --
stage         sequential (W)  combinational (W)  clock (W)
finish              0.000342          0.0000692   0.000225
CTS                 0.000341          0.0000696   0.000235
global route        0.000343          0.0000749   0.000251
Power and IR drop assume default switching activity.
